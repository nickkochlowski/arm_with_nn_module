==> design.v <==
package fsm_pkg_1;
	typedef enum logic [2:0] {s0 = 3'b000, 
				s1 = 3'b001, 
				s2 = 3'b010,
				s3 = 3'b011,
				s4 = 3'b100, 
				  XX = 3'bxxx} state_1;
endpackage
package fsm_pkg_2;
	typedef enum logic [4:0] {s0 = 5'b00000,
				s1 = 5'b00001, 
				s2 = 5'b00010,
				s3 = 5'b00011,
				s4 = 5'b00100, 
				s5 = 5'b00101, 
				s6 = 5'b00110, 
				s7 = 5'b00111, 
				s8 = 5'b01000, 
				s9 = 5'b01001, 
				s10 = 5'b01010, 
				s11 = 5'b01011, 
				s12 = 5'b01100, 
				s13 = 5'b01101, 
				s14 = 5'b01110,
				s15 = 5'b01111,
				s16 = 5'b10000,
				XX = 5'bxxxxx} state_2;
endpackage
module fifo (input logic [7:0] data_in,  
              input logic clk, rst, rd, wr,
              output logic empty, full,
              output logic [7:0] fifo_cnt,  
              output logic [7:0] data_out);
  logic [7:0] fifo_ram[31:0];  
  logic [3:0] rd_ptr, wr_ptr;  
  assign empty = (fifo_cnt == 8'h0);
  assign full = (fifo_cnt == 8'h20);
  always @( posedge clk )
    if( rst )
      begin
        wr_ptr <= 0;  
        rd_ptr <= 0;  
        fifo_cnt <= 0;  
        data_out <= 0;
      end
    else
      begin
        if((wr && !full)||(wr && rd && !empty))  
          begin
            fifo_ram[wr_ptr] <= data_in;  
            wr_ptr <= wr_ptr + 1'b1;  
            if (!(rd && !empty)) fifo_cnt <= fifo_cnt + 1'b1;  
          end
        if(rd && !empty)  
          begin
            data_out <= fifo_ram[rd_ptr];
            rd_ptr <= rd_ptr + 1'b1;
            if (!wr) fifo_cnt <= fifo_cnt - 1'b1;
          end
        if(rd && empty)  
          begin
            data_out <= 0;
          end
      end
endmodule
module weight_fifos_16(input logic clk, reset, 
                      input logic [15:0] rd, wr,
                      input logic [7:0] data_in,
                      output logic [15:0] empty, full,
                      output logic [7:0] q0, q1, q2, q3, q4, q5, q6, q7, q8, q9, q10, q11, q12, q13, q14, q15);
	fifo f1(data_in, clk, reset, rd[0], wr[0], empty[0], full[0], fifo_cnt1, q0);
	fifo f2(data_in, clk, reset, rd[1], wr[1], empty[1], full[1], fifo_cnt2, q1);
	fifo f3(data_in, clk, reset, rd[2], wr[2], empty[2], full[2], fifo_cnt3, q2);
	fifo f4(data_in, clk, reset, rd[3], wr[3], empty[3], full[3], fifo_cnt4, q3);
	fifo f5(data_in, clk, reset, rd[4], wr[4], empty[4], full[4], fifo_cnt5, q4);
	fifo f6(data_in, clk, reset, rd[5], wr[5], empty[5], full[5], fifo_cnt6, q5);
	fifo f7(data_in, clk, reset, rd[6], wr[6], empty[6], full[6], fifo_cnt7, q6);
	fifo f8(data_in, clk, reset, rd[7], wr[7], empty[7], full[7], fifo_cnt8, q7);
	fifo f9(data_in, clk, reset, rd[8], wr[8], empty[8], full[8], fifo_cnt9, q8);
	fifo f10(data_in, clk, reset, rd[9], wr[9], empty[9], full[9], fifo_cnt10, q9);
	fifo f11(data_in, clk, reset, rd[10], wr[10], empty[10], full[10], fifo_cnt11, q10);
	fifo f12(data_in, clk, reset, rd[11], wr[11], empty[11], full[11], fifo_cnt12, q11);
	fifo f13(data_in, clk, reset, rd[12], wr[12], empty[12], full[12], fifo_cnt13, q12);
	fifo f14(data_in, clk, reset, rd[13], wr[13], empty[13], full[13], fifo_cnt14, q13);
	fifo f15(data_in, clk, reset, rd[14], wr[14], empty[14], full[14], fifo_cnt15, q14);
	fifo f16(data_in, clk, reset, rd[15], wr[15], empty[15], full[15], fifo_cnt16, q15);
endmodule
==> run.sh <==
#!/bin/bash
# OpenROAD 26Q1-2900-gdf79404cd8, Yosys 0.63+post, stock flow scripts
make -C /OpenROAD-flow-scripts/flow DESIGN_CONFIG=/design/flow/config.mk WORK_HOME=/design/flow/orfs finish
==> config.mk <==
export PLATFORM = sky130hd
export DESIGN_NAME = weight_fifos_16
export DESIGN_NICKNAME = weight_fifos_16
export VERILOG_FILES = /design/flow/design.v
export SDC_FILE = /design/flow/constraint.sdc
export NUM_CORES = 4
export LEC_CHECK = 1
export CORE_UTILIZATION = 50
==> constraint.sdc <==
current_design weight_fifos_16

set clk_period 6.8
set clk_io_pct 0.2

create_clock -name clk0 -period $clk_period [get_ports {clk}]

set non_clock_inputs [all_inputs -no_clocks]
set_input_delay [expr $clk_period * $clk_io_pct] -clock clk0 $non_clock_inputs
set_output_delay [expr $clk_period * $clk_io_pct] -clock clk0 [all_outputs]
==> job_summary.md <==
### Flow metrics

| Metric | Value |
|---|---|
| Vias | `52000` |
| Antenna viol nets, final | `0` |
| WL final | `210000 um` |
| CTS Buf Count | `275` |
| Port bufs | `201` |
| Longest Clk Path Bufs | `4` |
| CP max-delay cell | `nor3b_1` |
| Worst hold-check path type | `reg -> reg` |
| DRT Pass-1 Iters | `5` |
| Crit Path Class | `reg -> out` |
| Ys flops | `2432` |
| Die Span Y | `447 um` |
| Fmax | `0.212 GHz` |
| CORE AREA | `196000 sq um` |
| Full die area | `199000 sq um` |
| Vias in the first global route | `55100` |
| Crit share post-route | `0.694` |
| CTS Root Cell | `clkbuf_16` |
| Final WS setup | `2080 ps` |
| Remaining DRCs | `0` |
| Worst Path Buf+Inv | `2` |
| Maximum number of pins on one net before global-route repair | `109` |
| I/O Pins | `202` |
| Reg2reg start | `f15.fifo_cnt[0]` |
| Post-synth EDFFs | `2048` |
| Crit path largest cell delay | `680 ps` |
| Setup WS pre-CTS | `2320 ps` |
| R2R Path End | `f15.fifo_ram[3][2]` |
| Total Power | `40.1 mW` |
| CP Capture Type | `output port` |
| Synth Area per Inst | `16.7 sq um` |
| Count of cells along the worst register-to-register path | `7` |
| CTS Sinks | `2432` |
| Final core occ | `0.574` |
| CTS resizes | `0` |
| Async set-reset flop share out of synthesis | `0` |
| Top cell family by delay on the critical path | `simple AND/OR/NAND/NOR gates` |
| Final Hold Viols | `0` |
| Reg-to-reg slack, setup | `3520 ps` |
| CTS HTree Levels | `5` |
| Register area | `69200 sq um` |
| Setup violators final | `0` |
| Most used logic cell in the final layout | `edfxtp_1` |
| DR vias/cell | `5.79` |
| CP Cell Sequence | `inv_1, ha_1, nor3b_1, nand2_1, nor2_1, clkdlybuf4s50_1` |
| Tot GR Track Use | `0.239` |
| CP Launch Type | `flip-flop` |
| VDD IR max | `0.000240 V` |
| Setup TNS | `0 ps` |
| Placed Area | `104000 sq um` |
| Hold-fix buffers, CTS | `0` |
| Cell Count, Final, Fillers Out | `8978` |
| Yosys Instances | `5901` |
| Status | `completed` |
| Hold Slack | `455 ps` |
| GPL Wtd Cong | `0.889` |
| Dpl cells | `8496` |
| Cell area after synthesis | `98800 sq um` |
| Setup bufs post-CTS | `0` |
| Sequential cell area fraction in the yosys report | `0.700` |
| Worst-path clk slew | `60 ps` |
| Top Layout Cells | `edfxtp_1, nor2_1, mux4_2` |
| Latency at later pin | `910 ps` |
| Slew Viols, Final | `0` |
| First-pass GRT wire length | `324000 um` |
| Synth Instances | `5901` |
| Detailed router's first-iteration violation count | `3445` |
| Comb. cell area | `27600 sq um` |
| Synth Flop Type | `edfxtp_1` |
| Cell Pwr Density | `357 nW/um^2` |
| DIE WIDTH | `447 um` |
| Synth Warn # | `33` |
| GRT overflow | `0` |
| Final clock skew | `36.1 ps` |
| Arr. time, crit path | `3360 ps` |
| Synthesis area per yosys | `98800 sq um` |
| Hold_sp | `f16.rd_ptr[1]` |
| Hold Crit Endpoint | `f16.rd_ptr[1]` |
| Slew headroom | `0.285` |
| Distinct lib cells | `90` |
| Row count | `162` |
| CP max FO | `9` |
| Hpwl dp | `128000 um` |
| Initial antenna violation count | `8` |
| RSZ-0062 raised after global routing | `no` |
| Design area | `112000 sq um` |
| Worst Max-Slew Pin Slew | `1050 ps` |
| Max-cap violations | `0` |
| Fin crit period | `4720 ps` |
| Lkg Pwr | `35.8 nW` |
| WP data required | `5440 ps` |
| CTS tree | `yes` |
| WHS Path Cells | `2` |
| Fillcell total | `14400` |
| Routed WL per cell | `23.4 um` |
| Floorplan Utilization | `0.505` |
| Tool warnings | `113` |
| Layout cells sized above 1 | `0.176` |
| Area Overhead vs Synth | `13.6%` |
==> worst reg2reg max path, stage by stage (launching register included) <==
cell and delay [ps]:
dfxtp_1 520, inv_1 140, ha_1 240, nor3b_1 220, a31oi_1 430, buf_4 250
or3b_2 500, nor2_1 590
==> layer usage <==
layer | up-vias | share of wire | global-route usage
li1 | 23700 | - | -
met1 | 25600 | 0.38 | 0.359
met2 | 2275 | 0.47 | 0.343
met3 | 378 | 0.12 | 0.126
met4 | 10 | 0.030 | 0.0581
met5 | - | 0.00082 | 0.00635
==> cells by family after synthesis <==
| group | after synthesis | synth area share |
|---|---|---|
| xor gates and xnor gates | 173 | 0.0153 |
| DFF | 2432 | 0.700 |
| adders and majority gates | 132 | 0.0166 |
| buffers and inverters | 466 | 0.0204 |
| muxes | 703 | 0.136 |
| AOI/OAI and AO/OA | 633 | 0.0453 |
| and+or+nand+nor | 1362 | 0.0658 |
==> power breakdown <==
part	total, mW	internal (mW)	switching, mW
clock network	14.3	8.64	5.63
registers	17.8	16.9	0.821
logic	8.07	3.75	4.32
total	40.1	29.3	10.8
==> worst max path at each step <==
| stage | start | end | slack, ps | cells past startpoint |
|---|---|---|---|---|
| 6_report | f15.fifo_cnt[0] | full[14] | 2080 | 6 |
| 5_1_grt | f6.fifo_cnt[1] | empty[5] | 1920 | 5 |
| 4_1_cts | f4.fifo_cnt[1] | empty[3] | 2070 | 5 |
==> flip-flops by register name, indices dropped and copies added, names as in the netlist, 128 cells and up <==
register and count:
f14.fifo_ram 128, f15.fifo_ram 128, f16.fifo_ram 128, f6.fifo_ram 128
f9.fifo_ram 128, f2.fifo_ram 128, f1.fifo_ram 128, f13.fifo_ram 128
f5.fifo_ram 128, f12.fifo_ram 128, f7.fifo_ram 128, f8.fifo_ram 128
f11.fifo_ram 128, f10.fifo_ram 128, f3.fifo_ram 128, f4.fifo_ram 128
==> synthesized netlist by cell type, types with 11 or more instances <==
master / instances / area share
a32oi_1: 13 / 0.0012
a22oi_1: 11 / 0.00084
edfxtp_1: 2048 / 0.62
ha_1: 128 / 0.016
a211oi_1: 79 / 0.0060
a21o_1: 27 / 0.0021
nand4_1: 46 / 0.0029
nor3_1: 84 / 0.0043
dfxtp_1: 384 / 0.078
inv_1: 116 / 0.0044
nor2_1: 574 / 0.022
nand3b_1: 20 / 0.0015
a21oi_1: 131 / 0.0066
mux2_2: 28 / 0.0032
buf_1: 29 / 0.0011
nor3b_1: 18 / 0.0014
o31ai_1: 14 / 0.0011
a31oi_1: 34 / 0.0022
nand2b_1: 53 / 0.0034
o221ai_1: 19 / 0.0017
and3_1: 31 / 0.0020
buf_2: 91 / 0.0046
xor2_1: 86 / 0.0076
nand3_1: 68 / 0.0034
nand2_1: 245 / 0.0093
nor2b_1: 87 / 0.0055
mux4_2: 512 / 0.12
o22ai_1: 26 / 0.0016
xnor2_1: 87 / 0.0077
clkbuf_1: 191 / 0.0073
a2111oi_0: 54 / 0.0048
o221a_2: 16 / 0.0018
mux2i_1: 163 / 0.017
o21ai_0: 104 / 0.0053
nor4_1: 17 / 0.0011
or3_1: 46 / 0.0029
buf_4: 35 / 0.0027
==> area by class of cell <==
cell class	instances	area share
flip-flops and latches	2432	0.616
multi-input cells	3003	0.246
clock buffers	365	0.0671
well taps	2624	0.0292
repair buffers	321	0.0268
clock inverters	113	0.0105
inverters	116	0.00390
diodes	4	0.0000892
Power and IR drop assume default switching activity.
