[./config.mk]
export PLATFORM = sky130hd
export DESIGN_NAME = systolic_array
export DESIGN_NICKNAME = systolic_array
export VERILOG_FILES = /design/flow/design.v
export SDC_FILE = /design/flow/constraint.sdc
export NUM_CORES = 4
export LEC_CHECK = 1
export CORE_UTILIZATION = 40
[./constraint.sdc]
current_design systolic_array

set clk_period 17.5
set clk_io_pct 0.2

create_clock -name clk0 -period $clk_period [get_ports {clk}]

set non_clock_inputs [all_inputs -no_clocks]
set_input_delay [expr $clk_period * $clk_io_pct] -clock clk0 $non_clock_inputs
set_output_delay [expr $clk_period * $clk_io_pct] -clock clk0 [all_outputs]
[./design.v]
package fsm_pkg_1;
	typedef enum logic [2:0] {s0 = 3'b000, 
				s1 = 3'b001, 
				s2 = 3'b010,
				s3 = 3'b011,
				s4 = 3'b100, 
				  XX = 3'bxxx} state_1;
endpackage
package fsm_pkg_2;
	typedef enum logic [4:0] {s0 = 5'b00000,
				s1 = 5'b00001, 
				s2 = 5'b00010,
				s3 = 5'b00011,
				s4 = 5'b00100, 
				s5 = 5'b00101, 
				s6 = 5'b00110, 
				s7 = 5'b00111, 
				s8 = 5'b01000, 
				s9 = 5'b01001, 
				s10 = 5'b01010, 
				s11 = 5'b01011, 
				s12 = 5'b01100, 
				s13 = 5'b01101, 
				s14 = 5'b01110,
				s15 = 5'b01111,
				s16 = 5'b10000,
				XX = 5'bxxxxx} state_2;
endpackage
module acc32bitmodule(input logic signed [15:0] zin, 
                      input logic clk, rst, 
                      output logic signed [31:0] accum);
always @(posedge clk)
  begin
    if (rst) accum <= 32'b0;
    else accum <= accum + zin;
  end
endmodule
module activation_module(input logic signed [31:0] accumulator,
                          input logic [3:0] shift,
                          input logic output_layer,
                          output logic signed [7:0] result);	
	logic signed [31:0] temp;
	assign temp = (accumulator >>> shift) > -128 ? ((accumulator >>> shift) < 127 ? (accumulator >>> shift) : 127) : -128;
	assign result = (!output_layer) ? ((temp < 0) ? 0 : temp) : temp;
endmodule
module mult8bitmodule(input logic signed [7:0] xin, w,
                      input logic clk, rst,
                      output logic signed [15:0] result,
                      output logic signed [7:0] xout);
always @(posedge clk)
  if (rst)
    begin
      result <= 0;
      xout <= 0;
    end
  else
    begin
      result <= xin * w;
      xout <= xin;
    end
endmodule
module systolic_array(input logic signed [7:0] xin, w1, w2, w3, w4, w5, w6, w7, w8, w9, w10, w11, w12, w13, w14, w15, w16, 
                input logic clk, reset, output_layer,
                input logic [3:0] shift,
                output logic signed [7:0] result0, result1, result2, result3, result4, result5, result6, result7, result8, result9, result10, result11, result12, result13, result14, result15,
                output logic signed [7:0] xout);
  logic [7:0]	x1_2, x2_3, x3_4, x4_5, x5_6, x6_7, x7_8, x8_9, x9_10, x10_11, x11_12, x12_13, x13_14, x14_15, x15_16;
  vu_activation vu1(xin, w1, clk, reset, shift, output_layer, x1_2, result0);
  vu_activation vu2(x1_2, w2, clk, reset, shift, output_layer, x2_3, result1);
  vu_activation vu3(x2_3, w3, clk, reset, shift, output_layer, x3_4, result2);
  vu_activation vu4(x3_4, w4, clk, reset, shift, output_layer, x4_5, result3);
  vu_activation vu5(x4_5, w5, clk, reset, shift, output_layer, x5_6, result4);
  vu_activation vu6(x5_6, w6, clk, reset, shift, output_layer, x6_7, result5);
  vu_activation vu7(x6_7, w7, clk, reset, shift, output_layer, x7_8, result6);
  vu_activation vu8(x7_8, w8, clk, reset, shift, output_layer, x8_9, result7);
  vu_activation vu9(x8_9, w9, clk, reset, shift, output_layer, x9_10, result8);
  vu_activation vu10(x9_10, w10, clk, reset, shift, output_layer, x10_11, result9);
  vu_activation vu11(x10_11, w11, clk, reset, shift, output_layer, x11_12, result10);
  vu_activation vu12(x11_12, w12, clk, reset, shift, output_layer, x12_13, result11);
  vu_activation vu13(x12_13, w13, clk, reset, shift, output_layer, x13_14, result12);
  vu_activation vu14(x13_14, w14, clk, reset, shift, output_layer, x14_15, result13);
  vu_activation vu15(x14_15, w15, clk, reset, shift, output_layer, x15_16, result14);
  vu_activation vu16(x15_16, w16, clk, reset, shift, output_layer, xout, result15);
endmodule
module vector_unit(input logic signed [7:0] xin, w,
                    input logic clk, rst,
                    output logic signed [31:0] accum,
                    output logic signed [7:0] xout);
  logic [15:0] multOut, accIn;
  mult8bitmodule multiplier1(xin, w, clk, rst, multOut, xout);
  acc32bitmodule accumulator1(accIn, clk, rst, accum);
  assign accIn = multOut;
endmodule
module vu_activation(input logic signed [7:0] xin, w,
                      input logic clk, rst,
                      input logic [3:0] shift,
                      input logic output_layer,
                      output logic signed [7:0] xout, 
                      output logic signed [7:0] result);
  logic [31:0] accum_o, accum_i;
  vector_unit single_vector_unit(xin, w, clk, rst, accum_o, xout);
  activation_module single_activation_module(accum_i, shift, output_layer, result);
  assign accum_i = accum_o;
endmodule
[./run.sh]
#!/bin/bash
# OpenROAD 26Q1-2900-gdf79404cd8, Yosys 0.63+post, stock flow scripts
make -C /OpenROAD-flow-scripts/flow DESIGN_CONFIG=/design/flow/config.mk WORK_HOME=/design/flow/orfs finish
==> run summary <==
crit path max fanout: 90
Worst Path Required: 14.00 ns
Clock Skew: 0.04333 ns
CTS tree: built
unrepaired setup endpoints after global routing: false
grt ovf: 0
Pleak: 55.76 nW
sequential area share after synthesis: 15.53%
Synth area leader: dfxtp_1
Area Growth Syn to Fin: 8.453%
M1 WL: 136700 um
IO buf count: 278
fin crit period: 12.82 ns
vias in the first global route: 91420
DRC: 0
number of max-cap violations: 0
die width: 539.4 um
routability cong.: 0.9596
Post-CTS Setup Bufs: 0
Vias: 91460
number of detailed-route iterations in the first pass: 5
Max Used Layer: met5
critical path capture point type: output pin
main flop type: dfxtp_1
Iter 0 DRT Violations: 5425
PostCTS Resize Cnt: 0
met2 routed WL: 135700 um
fmax: 77.99 MHz
io pins: 279
Hold Buf Count CTS: 0
CP startpoint kind: primary input
PD cells: 86.99 mW/mm^2
Final TNS setup: 0 ns
TritonCTS Buffers: 122
ys async rst share: 0%
Die Area: 0.2910 mm^2
H-tree Lvls: 3
hold crit path type: flip-flop to flip-flop
yosys cell count: 12710
crit path kind: primary input to output pin
synth top area cells: dfxtp_1, fa_1, ha_1
Late-Pin Clk Latency: 0.85 ns
Distinct lib cells used: 112
post-DR wirelength/cell: 18.22 um
CTS Sinks: 896
fin crit share: 73.27%
WL met3: 22950 um
Max Buffers Root-to-Sink: 4
final hold violations: 0
Slew @ Worst Pin: 0.8693 ns
post-DP HPWL: 234200 um
Slew Limit Fails: 0
syn avg cell area: 9.090 um^2
first-pass GRT wire length: 498600 um
Root Buffer: clkbuf_16
Routed WL: 302800 um
Yosys warning total: 2
Synth flops: 896
Die Y-Extent: 539.4 um
pin count of the biggest net entering global routing: 125
Post-synth EDFFs: 0
area of the mapped netlist: 0.1155 mm^2
Tot GR Track Use: 21.98%
CP arrival: 9.32 ns
yosys stat chip area: 0.1155 mm^2
Vias/cell: 5.502
Core ar.: 0.2862 mm^2
number of logged tool warnings: 28
# rows: 196
ANT nets after route: 0
utilization after layout: 43.78%
outcome: complete, no violations
Core Util at FP: 40.37%
layout cells sized above 1: 9.333%
Dominant cell area share: 15.53%
Rel. slew slack: 41.41%
initial antenna violation count: 14
Clock transition at path regs: 0.06 ns
worst vdd ir: 0.08339 mV
Post-Synthesis Cells: 12710
count of final setup violators: 0
[critical path, cell delays in order]
cell and delay [ns]:
buf_8 0.44, buf_4 0.71, buf_12 0.46, mux4_2 0.64, mux2_2 0.31, mux2i_1 0.30, nand4_1 0.13, or4_1 0.42
or4_1 0.55, ha_1 0.36, inv_1 0.14, a21boi_0 0.09, nor2_1 0.50, clkdlybuf4s50_1 0.64
[sequential cells by signal, summed over array words and instances, names as in the netlist, 32 cells and up]
| signal | flops |
|---|---|
| vu3.single_vector_unit.accumulator1.accum | 32 |
| vu4.single_vector_unit.accumulator1.accum | 32 |
| vu13.single_vector_unit.accumulator1.accum | 32 |
| vu12.single_vector_unit.accumulator1.accum | 32 |
| vu2.single_vector_unit.accumulator1.accum | 32 |
| vu7.single_vector_unit.accumulator1.accum | 32 |
| vu6.single_vector_unit.accumulator1.accum | 32 |
| vu8.single_vector_unit.accumulator1.accum | 32 |
| vu1.single_vector_unit.accumulator1.accum | 32 |
| vu16.single_vector_unit.accumulator1.accum | 32 |
| vu9.single_vector_unit.accumulator1.accum | 32 |
| vu15.single_vector_unit.accumulator1.accum | 32 |
| vu14.single_vector_unit.accumulator1.accum | 32 |
| vu11.single_vector_unit.accumulator1.accum | 32 |
| vu5.single_vector_unit.accumulator1.accum | 32 |
| vu10.single_vector_unit.accumulator1.accum | 32 |
[cells in the final DEF (no fill, tap or decap), drive strengths merged, types with 48 or more instances in the layout]
cell	Yosys	routed
a211oi	122	122
dfxtp	896	896
inv	1517	1528
and3	94	94
nand2b	122	122
buf	248	105
xnor2	304	304
nor3	246	246
o21ai	473	473
a31oi	82	82
o21bai	57	57
nor2b	440	440
ha	976	976
xor2	208	208
mux4	581	581
fa	896	896
nor4	68	68
nand3	191	191
nand4	101	101
o21a	109	109
o211ai	84	84
clkdlybuf4s50	0	272
and2	715	715
clkbuf	207	151
a21oi	618	618
nor3b	48	48
mux2	232	232
nand2	841	841
a21o	263	263
mux2i	244	244
nor2	1015	1015
[logic make-up (layout without fill, tap and decap cells)]
kind of cell,count (synthesis),in the layout,synth area share (%)
XOR/XNOR,512,512,3.882
AND-OR/OR-AND,2292,2292,13.00
other,0,5,0
multiplexers,1057,1057,15.85
adder cells (fa/ha/maj),1872,1872,26.10
flip-flops,896,896,15.53
buffers and inverters,1976,2125,7.551
AND/OR/NAND/NOR,4104,4104,18.10
[report_power, final]
group          total, mW  internal, mW  switching [mW]  leakage [nW]
registers           2.89          2.37           0.515          7.36
clock network       2.75          1.69            1.06          2.13
logic               5.26          2.51            2.75          46.3
[synth_stat cells, types with 83 or more instances]
library cell and instances:
inv_1 1515, nor2_1 1013, ha_1 976, dfxtp_1 896
fa_1 896, nand2_1 841, and2_1 713, a21oi_1 617
mux4_2 538, o21ai_0 459, nor2b_1 440, xnor2_1 304
a21o_1 260, nor3_1 246, mux2i_1 243, mux2_2 229
xor2_1 208, clkbuf_1 202, nand3_1 190, a211oi_1 122
nand2b_1 122, o21a_1 109, nand4_1 101, and3_1 93
o211ai_1 84, buf_2 83
[layout make-up]
class,count,area (um^2)
flip-flops and latches,896,17940
repair buffers,377,3596
clock buffers,151,3426
multi-input cells,9837,88880
diodes,5,12.51
fillers,27270,160900
clock inverters,76,1006
well taps,3762,4707
inverters,1521,5729
[routing by layer]
layer,global-route usage [%],vias up
met1,32.15,44150
met4,4.460,6
met2,33.34,2361
met3,6.435,349
met5,0.2959,-
li1,-,44600
[worst paths after layout]
kind / startpoint / end / cells after the start / slack, ns
setup / recovery: shift[1] / result6[7] / 14 / 4.68
hold / removal: vu3.single_vector_unit.multiplier1.result[0] / vu3.single_vector_unit.accumulator1.accum[0] / 2 / 0.57
setup reg to reg: vu9.single_vector_unit.multiplier1.xout[3] / vu10.single_vector_unit.multiplier1.result[15] / 16 / 12.67
hold reg to reg: vu3.single_vector_unit.multiplier1.result[0] / vu3.single_vector_unit.accumulator1.accum[0] / 2 / 0.57
[stage by stage]
| step | power [mW] | std cells | cell area [um^2] | setup slack [ns] | hold slack [ns] |
|---|---|---|---|---|---|
| after floorplan | 6.581 | 12710 | 115500 | 7.158 | 0.5024 |
| after global routing | 11.72 | 16620 | 125300 | 4.231 | 0.5907 |
| final | 10.90 | 16630 | 125300 | 4.678 | 0.5696 |
| after CTS | 10.98 | 16620 | 125300 | 4.495 | 0.5731 |
| after global placement | 8.162 | 16390 | 120900 | 4.494 | 0.5471 |
| after detailed placement | 8.145 | 16390 | 120900 | 4.510 | 0.5573 |
Power is estimated from default activity; no workload was simulated.
